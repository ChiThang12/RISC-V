===== design/flow/config.mk =====
export PLATFORM = sky130hd
export DESIGN_NAME = reg_file
export DESIGN_NICKNAME = reg_file
export VERILOG_FILES = /design/flow/design.v
export SDC_FILE = /design/flow/constraint.sdc
export NUM_CORES = 4
export LEC_CHECK = 1
export CORE_UTILIZATION = 50

===== design/flow/constraint.sdc =====
current_design reg_file

set clk_period 18.8
set clk_io_pct 0.2

create_clock -name clk0 -period $clk_period [get_ports {clock}]

set non_clock_inputs [all_inputs -no_clocks]
set_input_delay [expr $clk_period * $clk_io_pct] -clock clk0 $non_clock_inputs
set_output_delay [expr $clk_period * $clk_io_pct] -clock clk0 [all_outputs]

===== design/flow/design.v =====
module reg_file (
    input wire clock,
    input wire reset,
    input wire [4:0] read_reg_num1,       
    input wire [4:0] read_reg_num2,       
    output wire [31:0] read_data1,        
    output wire [31:0] read_data2,        
    input wire regwrite,                  
    input wire [4:0] write_reg,           
    input wire [31:0] write_data          
);
    reg [31:0] registers [31:0];
    integer i;
    always @(posedge clock or posedge reset) begin
        if (reset) begin
            for (i = 0; i < 32; i = i + 1) begin
                registers[i] <= 32'h00000000;
            end
        end
        else begin
            if (regwrite && (write_reg != 5'b00000)) begin
                registers[write_reg] <= write_data;
            end
            registers[0] <= 32'h00000000;
        end
    end
    assign read_data1 = (read_reg_num1 == 5'b00000) ? 32'h00000000 :
                        (regwrite && (write_reg == read_reg_num1) && (write_reg != 5'b00000)) ? write_data :
                        registers[read_reg_num1];
    assign read_data2 = (read_reg_num2 == 5'b00000) ? 32'h00000000 :
                        (regwrite && (write_reg == read_reg_num2) && (write_reg != 5'b00000)) ? write_data :
                        registers[read_reg_num2];
endmodule

===== design/flow/run.sh =====
#!/bin/bash
# OpenROAD 26Q1-2900-gdf79404cd8, Yosys 0.63+post, stock flow scripts
make -C /OpenROAD-flow-scripts/flow DESIGN_CONFIG=/design/flow/config.mk WORK_HOME=/design/flow/orfs finish

==> qor.rpt <==
TIMING
----------------------------------------------------------------------------------------
Final tally of setup violations ...........................................            0
Final-report max-slew violation count .....................................            0
Slew margin rel. ..........................................................        0.238
Final hold vios ...........................................................            0
RSZ-0062 raised after global routing ......................................           no
Max Freq ..................................................................   0.0821 GHz
Least-Margin Pin Slew .....................................................      1.14 ns
Final hold slack ..........................................................     0.517 ns
Worst Skew ................................................................         0 ns
Tmin final ................................................................     12.17 ns
Final setup margin ........................................................      6.63 ns
Setup TNS .................................................................         0 ns
Crit share post-route .....................................................        0.648

CLOCK TREE
----------------------------------------------------------------------------------------
Clk sink count ............................................................          992
Buffer levels on the longest clock path ...................................            3
CTS tree ..................................................................         done
Hold-fix buffers at CTS ...................................................            0
Cts repair resizes ........................................................            0
Post-CTS Repair Setup Buffers .............................................            0
Count of H-tree levels built during CTS ...................................            3
Clock tree root driver cell ...............................................    clkbuf_16
Number of buffers created by CTS ..........................................          107
Worst-path clk slew .......................................................      0.06 ns
Latest clock arrival within the worst-skew pair ...........................      0.72 ns

SYNTH
----------------------------------------------------------------------------------------
Prevailing post-synth register cell .......................................      dfrtp_1
Synthesized netlist cell count ............................................         4576
Proportion of netlist area held by the largest area contributor ...........        0.477
Biggest area cells ........................................................ dfrtp_1 (48%), mux2_2 (21%), a22oi_1 (7.9%)
Library cell with the largest summed area after synthesis .................      dfrtp_1
Flip-flops with a built-in enable .........................................            0
Cell count in the Yosys report ............................................         4576
Proportion of synthesized chip area in sequential cells ...................        0.477
Number of flip-flops and latches in the synthesized netlist ...............          992
Yosys Chip Area ...........................................................   52000 um^2
Proportion of synthesized flip-flops having asynchronous set or reset .....         1.00
Count of warnings emitted by yosys ........................................            2
Number of unique standard cell types used by synthesis ....................           77
Post-synthesis average cell area ..........................................    11.4 um^2
Syn Std Cell Area .........................................................   52000 um^2

CRITICAL PATH
----------------------------------------------------------------------------------------
Start-to-end type of the worst setup path .................................       in2out
Kind of launch point of the worst setup path ..............................   input port
Element type at the critical path end ..................................... primary output
Required time reported for the critical path endpoint .....................     15.04 ns
FF-to-FF setup slack ......................................................     17.80 ns
Slowest cell on crit path .................................................       nor2_4
Data arrival at the endpoint of the critical path .........................      8.41 ns
CP cell instances ......................................................... clkdlybuf4s50_1 > buf_4 > nand2b_1 > nor2_4 > buf_4 > a22oi_1 > nand4_1 > nor4_1 > o31ai_1 > clkdlybuf4s50_1
Largest incremental delay on the critical path ............................      0.78 ns
Highest net fanout along the worst path ...................................           25

CELLS AND AREA
----------------------------------------------------------------------------------------
Most numerous logic cells after layout .................................... dfrtp_1 (992), mux2_2 (986), a22oi_1 (545)
Filler cell count in the final layout .....................................         8474
Design area ...............................................................   59000 um^2
Number of non-filler instances in the completed layout ....................         6074
Register with the most flip-flops .........................................    registers
Registers with the most flip-flops ........................................ registers (992)
Most instantiated logic cell after routing ................................      dfrtp_1
Final Core Density ........................................................        0.576
Largest register FFs ......................................................          992
Area overhead of the layout relative to synthesis .........................        13.4%
Share of layout cells above drive strength 1 ..............................        0.337

GRT
----------------------------------------------------------------------------------------
Overflow left after global routing ........................................            0
Total global-route track usage ............................................        0.565
Maximum number of pins on one net before global-route repair ..............          115
Wire length of the first global-routing pass ..............................       388 mm
Number of global-route vias before repair .................................        46.1k
Number of antenna violations at the first check in global routing .........           32

PLACEMENT
----------------------------------------------------------------------------------------
Post-Place Cell Area ......................................................   55100 um^2
Cells after DPL ...........................................................         5829
Final weighted congestion in routability-driven placement .................         1.07
Worst slack, placed .......................................................      6.99 ns
I/O Buffers ...............................................................          113
Total half-perimeter wirelength after legalization and detailed placement .       173 mm

ROUTE
----------------------------------------------------------------------------------------
Routed len/inst ...........................................................      47.1 um
Drt first-iter violations .................................................         6501
Drc violations ............................................................            0
Vias per cell .............................................................         7.88
Via count .................................................................        47.9k
Antenna violation net count after detailed routing ........................            0
Total Wirelength ..........................................................       286 mm
Pre-antenna DRT Iters .....................................................            7

FLOORPLANNING
----------------------------------------------------------------------------------------
Number of placement rows ..................................................          117
Initial core utilization ..................................................        0.508
Die Span X ................................................................       325 um
Overall die area ..........................................................  105000 um^2
Total core area ...........................................................  102000 um^2
Die H .....................................................................       325 um
IO Pins ...................................................................          114

POWER
----------------------------------------------------------------------------------------
Sequential group share of total power .....................................        0.479
Relative contribution of the clock network to total power .................        0.371
Largest vdd supply drop ...................................................    0.0868 mV
Pleak .....................................................................      26.7 nW
Power per cell area .......................................................  105 nW/um^2
Internal portion of total power ...........................................      4.37 mW
Total power of the final layout ...........................................      6.19 mW
Fraction of power consumed by combinational cells .........................        0.150
Net switching component of the power ......................................      1.82 mW
Switching share of power ..................................................        0.294

STATUS
----------------------------------------------------------------------------------------
Run status ................................................................ finished clean

JOB
----------------------------------------------------------------------------------------
Tool warnings .............................................................           32
Max-capacitance violation count ...........................................            0

HOLD PATH
----------------------------------------------------------------------------------------
Path category of the worst min-delay check ................................      reg2reg

-- layer usage --
metal	vias up	part of all wire	wire length, um	GRT usage
li1	17647	-	-	-
met1	23766	0.34	98100	0.714
met2	4792	0.39	111000	0.708
met3	1629	0.18	51800	0.374
met4	16	0.087	25000	0.365
met5	-	0.0018	515	0.0625
-- path summary, 6_finish.rpt --
| kind | startpoint | end | depth (start not counted) |
|---|---|---|---|
| max | read_reg_num2[3] | read_data2[12] | 10 |
| min | registers[1][20] | registers[1][20] | 1 |
| min reg2reg | registers[1][20] | registers[1][20] | 1 |
| max in group asynchronous | reset | registers[5][16] | 6 |
| min in group asynchronous | reset | registers[1][5] | 2 |
| max reg2reg | registers[12][7] | registers[12][7] | 1 |
-- cell usage after synthesis, types with 6 or more instances --
| master | n |
|---|---|
| a21oi_1 | 53 |
| nor3_1 | 19 |
| a22oi_1 | 545 |
| nor2b_1 | 9 |
| nor4b_1 | 6 |
| nor2_2 | 20 |
| nor2_1 | 71 |
| nand2b_1 | 17 |
| a31o_2 | 8 |
| nand3b_1 | 11 |
| mux2_2 | 986 |
| a2111oi_0 | 135 |
| o21ai_1 | 48 |
| nand3_1 | 119 |
| xnor2_1 | 7 |
| a2111oi_2 | 6 |
| nand4_1 | 103 |
| a32oi_1 | 18 |
| mux2i_1 | 10 |
| nor4_1 | 66 |
| buf_1 | 35 |
| a211oi_1 | 13 |
| nand2_1 | 171 |
| clkbuf_1 | 239 |
| buf_6 | 15 |
| and2_1 | 8 |
| buf_4 | 17 |
| a31oi_1 | 11 |
| o21ai_0 | 69 |
| a221oi_1 | 22 |
| a22o_1 | 6 |
| nand4b_1 | 9 |
| and3_1 | 427 |
| buf_2 | 167 |
| inv_1 | 12 |
| o31ai_1 | 14 |
| nor3b_1 | 8 |
| dfrtp_1 | 992 |
-- area by class of cell --
type	count	area (um^2)	area share
Sequential cell	992	24800	0.421
Multi-Input combinational cell	3099	25600	0.433
Tap cell	1368	1710	0.0290
Clock inverter	46	654	0.0111
Antenna cell	48	120	0.00204
Timing Repair Buffer	358	2940	0.0499
Clock buffer	151	3120	0.0530
Inverter	12	48.8	0.000827
-- worst max-delay path: cells and delay by family --
kind / cells / cell delay [ns]
AND-OR/OR-AND: 2 / 0.72
buffers and inverters: 4 / 2.22
AND/OR/NAND/NOR: 4 / 1.63
-- cells by family (layout without fill, tap and decap cells) --
group           count (synthesis)  after routing  share of synthesized area
other cells                     0             48                          0
xor+xnor                        9              9                    0.00152
compound gates                975            975                      0.138
buf+inv                       485            567                     0.0424
simple gates                 1113           1113                      0.123
mux                          1002           1002                      0.217
flops                         992            992                      0.477
-- power groups by stage --
stage     clock network (mW)  logic, mW  registers, mW
4_1_cts                 2.30      0.899           2.94
5_1_grt                 2.38      0.967           3.00
6_report                2.30      0.927           2.97
Power and IR drop assume default switching activity.
